## flow/run.sh

```bash
#!/bin/bash
# OpenROAD 26Q1-2900-gdf79404cd8, Yosys 0.63+post, stock flow scripts
make -C /OpenROAD-flow-scripts/flow DESIGN_CONFIG=/design/flow/config.mk WORK_HOME=/design/flow/orfs finish
```

## flow/config.mk

```make
export PLATFORM = sky130hd
export DESIGN_NAME = simple_cpu
export DESIGN_NICKNAME = simple_cpu
export VERILOG_FILES = /design/flow/design.v
export SDC_FILE = /design/flow/constraint.sdc
export NUM_CORES = 4
export LEC_CHECK = 1
export CORE_UTILIZATION = 30
```

## flow/constraint.sdc

```tcl
current_design simple_cpu

set clk_period 5.5
set clk_io_pct 0.2

create_clock -name clk0 -period $clk_period [get_ports {clk}]

set non_clock_inputs [all_inputs -no_clocks]
set_input_delay [expr $clk_period * $clk_io_pct] -clock clk0 $non_clock_inputs
set_output_delay [expr $clk_period * $clk_io_pct] -clock clk0 [all_outputs]
```

## flow/design.v

```verilog
module simple_cpu (
    input clk,
    input rst_n,
    input instr_valid,
    input [15:0] instr,
    output reg instr_ready,
    input [7:0] mem_rdata,
    input mem_ready,
    output reg mem_req,
    output reg mem_we,
    output reg [7:0] mem_addr,
    output reg [7:0] mem_wdata,
    output reg done,
    output reg [3:0] flags   
);
  localparam IDLE = 3'd0;
  localparam DECODE = 3'd1;
  localparam EXEC = 3'd2;
  localparam MEM = 3'd3;
  localparam WB = 3'd4;
  reg [2:0] state, next_state;
  reg [15:0] instr_reg;
  reg [7:0] regfile[0:7];
  reg [7:0] alu_result;
  reg [7:0] pc;
  wire [3:0] opcode = instr_reg[15:12];
  wire [2:0] rd = instr_reg[11:9];
  wire [2:0] rs = instr_reg[7:5];
  wire [3:0] imm = instr_reg[3:0];
  integer i;
  always @(posedge clk or negedge rst_n) begin
    if (!rst_n) begin
      state <= IDLE;
    end else begin
      state <= next_state;
    end
  end
  always @(*) begin
    next_state = state;
    case (state)
      IDLE: begin
        if (instr_valid) next_state = DECODE;
      end
      DECODE: begin
        next_state = EXEC;
      end
      EXEC: begin
        if (opcode == 4'h9 || opcode == 4'hA) begin
          next_state = MEM;
        end else if (opcode >= 4'h1 && opcode <= 4'h8) begin
          next_state = WB;
        end else begin
          next_state = IDLE;
        end
      end
      MEM: begin
        if (mem_ready) next_state = IDLE;
      end
      WB: begin
        next_state = IDLE;
      end
      default: next_state = IDLE;
    endcase
  end
  always @(posedge clk or negedge rst_n) begin
    if (!rst_n) begin
      instr_reg <= 16'h0;
      instr_ready <= 1'b0;
      done <= 1'b0;
      mem_req <= 1'b0;
      mem_we <= 1'b0;
      mem_addr <= 8'h0;
      mem_wdata <= 8'h0;
      pc <= 8'h0;
      flags <= 4'b0;
      alu_result <= 8'h0;
      for (i = 0; i < 8; i = i + 1) begin
        regfile[i] <= 8'h0;
      end
    end else begin
      case (state)
        IDLE: begin
          instr_ready <= 1'b1;
          mem_req <= 1'b0;
          mem_we <= 1'b0;
          if (instr_valid) begin
            instr_reg   <= instr;
            instr_ready <= 1'b0;
          end
        end
        DECODE: begin
        end
        EXEC: begin
          case (opcode)
            4'h0: begin   
              pc <= pc + 1;
            end
            4'h1: begin   
              alu_result <= regfile[rd] + regfile[rs];
            end
            4'h2: begin   
              alu_result <= regfile[rd] - regfile[rs];
            end
            4'h3: begin   
              alu_result <= regfile[rd] & regfile[rs];
            end
            4'h4: begin   
              alu_result <= regfile[rd] | regfile[rs];
            end
            4'h5: begin   
              alu_result <= regfile[rd] ^ regfile[rs];
            end
            4'h6: begin   
              alu_result <= regfile[rd] + imm;
            end
            4'h7: begin   
              alu_result <= regfile[rd] << imm;
            end
            4'h8: begin   
              alu_result <= regfile[rd] >> imm;
            end
            4'h9: begin   
              mem_addr <= regfile[rs] + imm;
              mem_req  <= 1'b1;
              mem_we   <= 1'b0;
            end
            4'hA: begin   
              mem_addr <= regfile[rs] + imm;
              mem_wdata <= regfile[rd];
              mem_req <= 1'b1;
              mem_we <= 1'b1;
            end
            4'hB: begin   
              if (regfile[rs] == 8'h0) begin
                pc <= pc + imm;
              end else begin
                pc <= pc + 1;
              end
            end
            4'hC: begin   
              pc <= pc + imm;
            end
            4'hF: begin   
              done <= 1'b1;
            end
            default: begin
              pc <= pc + 1;
            end
          endcase
        end
        MEM: begin
          if (mem_ready) begin
            mem_req <= 1'b0;
            mem_we  <= 1'b0;
            if (opcode == 4'h9) begin
              regfile[rd] <= mem_rdata;
            end
            pc <= pc + 1;
          end
        end
        WB: begin
          regfile[rd] <= alu_result;
          flags[3]    <= (alu_result == 8'h0);   
          flags[2]    <= alu_result[7];   
          flags[1]    <= 1'b0;   
          flags[0]    <= 1'b0;   
          pc          <= pc + 1;
        end
      endcase
    end
  end
endmodule
```

==> flow_metrics.py <==
# Metrics from the implementation run
metrics = {
    "global_route": {
        "grt_pass1_wl_um": 33500,
        "grt_max_degree": 51,
        "track_usage_pct": 18.0,
        "gr-total-overflow": 0,
        "grt_pass1_vias": 5939,
        "antenna_found_initial": 0,
    },
    "final_layout": {
        "fill_cells": 2361,
        "area_growth_pct": 18.6,
        "comb_area_sq_um": 4070,
        "largest_register_ffs": 64,
        "drive_gt1_share_pct": 11.8,
        "regArea_sq_um": 2830,
    },
    "synthesis": {
        "ys_seq_elements": 113,
        "top_area_share_pct": 38.4,
        "syn-instance-count": 787,
        "top_area_cell": "dfrtp_1",
        "synth_area_sq_um": 7300,
        "ys_seq_share_pct": 38.8,
        "synth-edff-count": 0,
        "synthTopCellsByCount": "dfrtp_1, nand2_1, o21ai_0",
        "yosys_area_sq_um": 7300,
        "area_leaders": "dfrtp_1, mux2i_1, o21ai_0",
        "yosys.cell_count.top_type": "dfrtp_1",
        "yosysWarnings": 2,
        "syn_area_per_cell_sq_um": 9.27,
        "synthArstFlopShare_pct": 100,
        "ys_cells": 787,
        "ys_types": 69,
        "synth_top_flop_cell": "dfrtp_1",
    },
    "clock_network": {
        "cts_setup_buffers": 0,
        "cts_sinks": 113,
        "clkLatencyLatePin_ps": 420,
        "cts_tree": "done",
        "cts_max_level": 4,
        "cts_root_buffer": "clkbuf_16",
        "cts_buffers": 17,
        "cts-resized-gates": 0,
        "clkTransAtPathRegs_ps": 50,
        "ctsHoldBuffers": 0,
        "ctsLongestPathBuffers": 2,
    },
    "route": {
        "drt-pass1-iter-count": 9,
        "vias": 6102,
        "wirelength_um": 20800,
        "ant_nets": 0,
        "drcViolationCount": 0,
        "antenna_cells": 0,
        "drtIter0Drc": 515,
        "via_per_inst": 5.27,
        "post_drt_wl_per_cell_um": 18.0,
    },
    "pwr": {
        "finalPower_mw": 6.35,
        "intPower_mw": 3.51,
        "power.density_nw_per_um2": 734,
        "p_leak_nw": 3.63,
        "switchingPower_mw": 2.85,
        "ir_drop_v": 0.000285,
        "pwr-share-comb_pct": 59.0,
        "pwr-share-seq_pct": 24.2,
        "switching_share_pct": 44.8,
        "p_clk_share_pct": 16.8,
    },
    "flow_run": {
        "tool_warnings": 35,
        "maxCapViolations": 0,
    },
    "setup_path": {
        "critPathArrivalTime_ps": 5120,
        "endpoint": "alu_result[7]$_DFFE_PN0P_",
        "crit_start": "instr_reg[6]$_DFFE_PN0P_",
        "ff2ff_path_depth": 17,
        "endpoint_kind": "register",
        "crit_fanout": 17,
        "rrSetupSlack_ps": 680,
        "r2r_end": "alu_result[7]$_DFFE_PN0P_",
        "crit_path_start_kind": "register",
        "crit_type": "register to register",
        "cp.required_ps": 5800,
        "reg2reg_from": "instr_reg[6]$_DFFE_PN0P_",
    },
    "sta": {
        "finClkSkew_ps": 8.23,
        "rsz0062_at_grt": "false",
        "setup-violations-final": 0,
        "tightest_slew_ps": 920,
        "tns_ps": 0,
        "fmax_ghz": 0.207,
        "finalClockPeriodUsage_pct": 87.7,
        "drv_slew": 0,
        "finalCriticalPeriod_ps": 4820,
        "hold_violations": 0,
        "slew_headroom_pct": 38.7,
    },
    "placement": {
        "hpwl_um": 14700,
        "port_buffers": 47,
        "gp_congestion": 0.946,
    },
    "die": {
        "fp_util_pct": 30.8,
        "die_y_um": 158,
        "die-area_sq_um": 25000,
        "coreArea_sq_um": 23700,
        "io_pins": 52,
        "rows": 56,
        "die_w_um": 158,
    },
    "run_status": {
        "status": "completed",
    },
    "worst_hold_path": {
        "hold_class": "register to register",
    },
}
[through the flow]
step | cell area, sq um | utilization [%] | setup slack [ps] | hold slack [ps] | instances
2_1_floorplan | 7300 | - | 1560 | 331 | 788
3_3_place_gp | 8080 | 34.1 | 842 | 346 | 1127
3_5_place_dp | 8080 | 34.1 | 771 | 354 | 1127
4_1_cts | 8650 | 36.5 | 759 | 360 | 1157
5_1_grt | 8650 | 36.5 | 312 | 363 | 1157
6_report | 8650 | 36.5 | 676 | 356 | 1157
[placed cells by master, fill, tap and decap left out, types with 5 or more instances in the layout]
cell type,instances
nand2_1,78
a21oi_1,53
nor4_1,5
or3_1,6
clkdlybuf4s50_1,46
nand2b_1,21
dfrtp_1,112
nor2b_1,13
mux2i_1,44
nor3_1,8
clkbuf_16,17
inv_1,31
o22ai_1,11
nand4b_1,5
buf_4,27
a221oi_1,12
nand3b_1,7
o32ai_1,6
nand3_1,18
nor2_1,64
a211oi_1,10
xnor2_1,11
o21ai_0,75
nor3b_1,5
mux4_2,9
mux2_2,21
ha_1,28
[layout make-up]
class | instances | area share (%)
multi-input cells | 590 | 47.0
well taps | 319 | 4.61
inverters | 32 | 1.39
repair buffers | 73 | 7.66
clock inverters | 6 | 0.926
clock buffers | 24 | 5.68
flip-flops and latches | 113 | 32.7
[cell families after synthesis]
logic type / Yosys count / synth area share, %
DFF: 113 / 38.8
muxes: 74 / 12.1
adders and majority gates: 30 / 5.35
and+or+nand+nor: 244 / 16.4
AOI/OAI and AO/OA: 227 / 20.3
xor gates and xnor gates: 13 / 1.56
buffers and inverters: 85 / 5.52
other: 1 / 0.0514
[power groups by stage]
stage / combinational, mW / sequential (mW) / clock (mW)
CTS: 3.72 / 1.54 / 1.09
global route: 4.15 / 1.59 / 1.13
finish: 3.75 / 1.54 / 1.07
[metal layers]
metal / up-vias / global-route usage, % / part of all wire (%)
met4: 0 / 3.30 / 2.1
met1: 2919 / 28.4 / 48
met3: 31 / 3.32 / 6.6
met2: 203 / 26.3 / 43
li1: 2949 / - / -
met5: - / 0 / 0
[worst max-delay path: stages, from the launching register on]
cell and delay (ps):
dfrtp_1 700, buf_4 350, mux2i_1 210, a221oi_1 100, o22ai_1 420, ha_1 320
nor2b_1 130, a211oi_1 190, a21oi_1 110, ha_1 320, a21oi_1 180, o211ai_1 160
o41ai_1 570, xnor2_1 280, or3_1 160, o311ai_0 110, nor4_1 290, o21ai_1 90
[worst min path at each step]
stage / from / endpoint / slack, ps / depth (start not counted)
global route: state[3]$_DFF_PN0_ / state[2]$_DFF_PN0_ / 360 / 0
finish: state[3]$_DFF_PN0_ / state[2]$_DFF_PN0_ / 360 / 0
CTS: state[3]$_DFF_PN0_ / state[2]$_DFF_PN0_ / 360 / 0
Power is estimated from default activity; no workload was simulated.
